## design/flow/design.v

```verilog
`timescale 1ns / 1ns
module divider_unsigned (
    input  wire [31:0] i_dividend,
    input  wire [31:0] i_divisor,
    output wire [31:0] o_remainder,
    output wire [31:0] o_quotient
);
  wire [31:0] store_dividend [33];
  wire [31:0] store_quotient [33];
  wire [31:0] store_remainder[33];
  assign store_dividend[0]  = i_dividend;
  assign store_quotient[0]  = 32'h0000_0000;
  assign store_remainder[0] = 32'h0000_0000;
  genvar i;
  generate
    for (i = 0; i < 32; i = i + 1) begin : div_iteration
      divu_1iter div_mod (
          .i_dividend (store_dividend[i]),
          .i_divisor  (i_divisor),
          .i_remainder(store_remainder[i]),
          .i_quotient (store_quotient[i]),
          .o_dividend (store_dividend[i+1]),
          .o_remainder(store_remainder[i+1]),
          .o_quotient (store_quotient[i+1])
      );
    end
  endgenerate
  assign o_remainder = store_remainder[32];
  assign o_quotient  = store_quotient[32];
endmodule
module divu_1iter (
    input  wire [31:0] i_dividend,
    input  wire [31:0] i_divisor,
    input  wire [31:0] i_remainder,
    input  wire [31:0] i_quotient,
    output wire [31:0] o_dividend,
    output wire [31:0] o_remainder,
    output wire [31:0] o_quotient
);
  wire [31:0] intermediate;
  wire [ 0:0] less_than;
  assign intermediate = (i_remainder << 1) | ((i_dividend >> 31) & 32'h0000_0001);
  assign less_than = intermediate < i_divisor;
  assign o_remainder = less_than ? intermediate : (intermediate - i_divisor);
  assign o_quotient = less_than ? (i_quotient << 1) : ((i_quotient << 1) | 32'h0000_0001);
  assign o_dividend = i_dividend << 1;
endmodule
```

## design/flow/run.sh

```bash
#!/bin/bash
# OpenROAD 26Q1-2900-gdf79404cd8, Yosys 0.63+post, stock flow scripts
make -C /OpenROAD-flow-scripts/flow DESIGN_CONFIG=/design/flow/config.mk WORK_HOME=/design/flow/orfs finish
```

## design/flow/config.mk

```make
export PLATFORM = sky130hd
export DESIGN_NAME = divider_unsigned
export DESIGN_NICKNAME = divider_unsigned
export VERILOG_FILES = /design/flow/design.v
export SDC_FILE = /design/flow/constraint.sdc
export NUM_CORES = 4
export LEC_CHECK = 1
export CORE_UTILIZATION = 50
```

## design/flow/constraint.sdc

```tcl
current_design divider_unsigned

set clk_period 348.0
set clk_io_pct 0.2

create_clock -name clk0 -period $clk_period

set non_clock_inputs [all_inputs -no_clocks]
set_input_delay [expr $clk_period * $clk_io_pct] -clock clk0 $non_clock_inputs
set_output_delay [expr $clk_period * $clk_io_pct] -clock clk0 [all_outputs]
```

==> results.toml <==
# yosys + openroad results
[sta]
tns_ps = 0
final-max-slew-violation-count = 0
finalCriticalPeriod_ps = 250830
rsz0062_at_grt = "false"
timing.fmax_mhz = 3.987
setup_viol = 0
period_used_share = 0.7208
worst-slew-pin-transition_ps = 1240
finalHoldViolations = 0
setup_slack_ps = 97170
max-slew-margin-rel = 0.1643

[routing]
routed_wl_mm = 261.2
drtIter0Drc = 6912
firstDrtPassIters = 6
antenna_left = 0
via_per_inst = 6.622
drc = 0
vias = 69442
wl_per_cell_um = 24.91

[synth]
syn_inst = 8863
postSynthSeqShare = 0
syn_area_per_cell_sq_um = 6.696
synth_cell_type_count = 112
synth_warnings = 1
yosysChipArea_sq_mm = 0.05935
ys_cells = 8863
netlist_area_sq_mm = 0.05935

[global_route]
grt_usage = 0.4240
grt_overflow = 0
grt_max_degree = 52
grt_pass1_wl_mm = 384.4
antenna_found_initial = 4
grt_pass1_vias = 61695

[clock_tree]
ctsResizeCount = 0
postCtsHoldBufs = 0
cts_setup_buffers = 0

[place]
detailed_place_hpwl_mm = 208.3
dp_slack_ps = 100560
globalplace.congestion = 1.123
portBuffers = 128
dp.cells = 10482

[hold_path]
min_from = "i_dividend[0]"
hold_path_class = "in2out"
hold_end = "o_remainder[0]"
holdPathStages = 4

[run]
maxCapViolCount = 0
tool_warnings = 32

[floorplan]
fp-row-count = 126
core_region_area_sq_mm = 0.1179
chip_area_sq_mm = 0.1201
die_width_um = 346.5
die_height_um = 346.5
fp_util = 0.5033
pin_count = 128

[critical_path]
cp_common_cell = "buf_4"
cp_slowest_cell = "a2111oi_1"
arrival_ps = 181230
worstSetupEndpointType = "output pin"
required_ps = 278400
critPathMaxStageDelay_ps = 1110
critPathKind = "in2out"
worst_setup_path_start_kind = "primary input"
cp_max_fo = 46

[cells_and_area]
clockBufferCount = 0
seqCellArea_sq_um = 0
final_cells = 10486
drive_gt1_frac = 0.05757
nFlopsAndLatches = 0
syn2layout_area_growth_pct = 6.291

[run_status]
status = "finished clean"
==> layout make-up <==
cell class,count,area [sq um]
multi-input combinational,8227,57000
antenna,4,10.01
timing repair buffer,301,2572
inverter,418,1574
fill,11752,54840
tap,1536,1922
==> critical path, delay by kind of cell <==
kind | cells | cell delay [ps]
simple gates | 105 | 22720
mux | 3 | 1200
xor+xnor | 3 | 460
compound gates | 197 | 53830
buf+inv | 79 | 22270
fa+ha+maj | 31 | 10500
==> metrics by stage <==
step / instance area (sq um) / util / hold WS (ps)
after detailed placement: 63070 / 0.5348 / 140180
after global routing: 63070 / 0.5348 / 140220
after global placement: 63070 / 0.5348 / 140170
after floorplan: 59400 / - / 139280
final: 63080 / 0.5349 / 140180
after CTS: 63070 / 0.5348 / 140180
==> placed cells by master, fill, tap and decap left out, types with 105 or more instances in the layout <==
master / instances
nor2_1: 857
nand2_1: 973
clkdlybuf4s50_1: 126
o21a_1: 239
ha_1: 994
xor2_1: 260
mux2_2: 105
xnor2_1: 446
a21oi_1: 801
nand3_1: 189
nor2b_1: 109
nand2b_1: 170
inv_1: 373
nor3_1: 224
a21o_1: 396
a31oi_1: 123
o21ai_0: 617
buf_4: 174
==> layer usage <==
| metal | part of all wire | track usage | vias to the layer above | routed length (um) |
|---|---|---|---|---|
| met4 | 0.067 | 0.2229 | 4 | 17410 |
| li1 | - | - | 33245 | - |
| met5 | 0.00088 | 0 | - | 231 |
| met2 | 0.41 | 0.6172 | 3516 | 105900 |
| met3 | 0.10 | 0.09340 | 733 | 27060 |
| met1 | 0.42 | 0.5829 | 31944 | 110600 |
==> synth_stat cells (all sizes together), types with 139 or more instances <==
cell      n  area (sq um)
a21o    396          2973
a21oi   810          4076
clkbuf  139         521.8
ha      994         12440
inv     415          1558
nand2   975          3667
nand2b  170          1064
nand3   189         945.9
nor2    863          3264
nor3    227          1141
o21a    239          1794
o21ai   658          3297
xnor2   446          3906
xor2    260          2277
==> worst max path at each step <==
| stage | endpoint | cells past startpoint | from | slack [ps] |
|---|---|---|---|---|
| 5_1_grt | o_remainder[31] | 416 | i_divisor[16] | 90430 |
| 6_report | o_remainder[31] | 418 | i_divisor[16] | 97170 |
| 4_1_cts | o_remainder[31] | 412 | i_divisor[16] | 100230 |
==> logic make-up after synthesis <==
| kind of cell | after synthesis | share of synthesized area |
|---|---|---|
| AOI/OAI and AO/OA | 3240 | 0.3621 |
| xor gates and xnor gates | 706 | 0.1042 |
| adders and majority gates | 1025 | 0.2200 |
| buffers and inverters | 650 | 0.04189 |
| muxes | 157 | 0.02884 |
| other | 1 | 0.00006319 |
| and+or+nand+nor | 3084 | 0.2429 |
